## design/flow/run.sh

```bash
#!/bin/bash
# OpenROAD 26Q1-2900-gdf79404cd8, Yosys 0.63+post, stock flow scripts
make -C /OpenROAD-flow-scripts/flow DESIGN_CONFIG=/design/flow/config.mk WORK_HOME=/design/flow/orfs finish
```

## design/flow/config.mk

```make
export PLATFORM = sky130hd
export DESIGN_NAME = insconv
export DESIGN_NICKNAME = insconv
export VERILOG_FILES = /design/flow/design.v
export SDC_FILE = /design/flow/constraint.sdc
export NUM_CORES = 4
export LEC_CHECK = 1
export CORE_AREA = 10 10 202 202
export DIE_AREA = 0 0 212 212
```

## design/flow/constraint.sdc

```tcl
current_design insconv

set clk_period 1.2
set clk_io_pct 0.2

create_clock -name clk0 -period $clk_period

set non_clock_inputs [all_inputs -no_clocks]
set_input_delay [expr $clk_period * $clk_io_pct] -clock clk0 $non_clock_inputs
set_output_delay [expr $clk_period * $clk_io_pct] -clock clk0 [all_outputs]
```

## design/flow/design.v

```verilog
module insconv(
   bundle,
   bundle_out);
   input [255:0] bundle;
   output [255:0] bundle_out;
   wire [14:-1] stp;
   assign bundle_out[239:0]=bundle[239:0];
   assign bundle_out[255]=bundle[255];
   assign stp={bundle[254:240],1'b1};
   generate
     genvar pos;
     for(pos=0;pos<15;pos=pos+1) begin
	 assign bundle_out[240+pos]=(stp[pos-1] && bundle[16*pos+:8]==8'hf2) || stp[pos];
     end
   endgenerate
endmodule
```

==> results.txt <==
run results: Clk network pwr share=0, combinational power share=1.000, Simple Share, Synth=0.0895, Post-Route WL=between 10 and 15 mm, Pleak=between 0.0015 and 0.002 µW, DR pass1 iterations=4, layout cells sized above 1=0.517, remaining routing DRC violations=0, Place WS=-1.06 ns, hold_ws=around 0.48 ns, Synth Instances=300, post-route cell area=roughly 0.0037 mm², MaxCap Viol Count=0, Flop area=0 µm², initial DRC count=between 40 and 50, status=finished with violations, die x size=about 210 µm, YS chip area=0.00231 mm², startpoint types=input pin, switching share of power=0.293, top cells, area=buf_4, o41ai_2, nand3b_1, Max transition margin=0.811, DRT antenna net count=0, Cells after DPL=roughly 850, Vias/cell=between 2 and 3, Largest logic family=buffers and inverters, hold path endpoint=bundle_out[109], Die Y=about 210 µm, Fillers=around 4300, largest area contributor in the netlist=buf_4, Critical Setup Path Class=in2out, Overflow after GRT=0, routed vias=2215, RSZ-0062 raised after global routing=true, adder share=0, hold wc startpoint=bundle[109], final hold vios=0, GPL Wtd Cong=a little under 0.9, failing checks=setup timing, Switch Pwr=about 290 µW, Final Power=between 900 and 1000 µW, Final WS setup=-0.0925 ns, core footprint=roughly 0.037 mm², vias in the first global route=around 2600, row count=70, initial antenna violation count=1, Initial Utilization=0.0631, Hold Path Class=in2out, Flop pwr share=0, XOR/XNOR share of the synthesized area=0, area fraction in mux cells=0, Tightest Pin Transition=around 0.28 ns, Syn Area/Cell=approximately 7.7 µm², compound-cell area share of the yosys netlist=0.103, Synth warnings=0, GRT Util Overall=0.0510, Worst setup EP type=output port, Placed Area=roughly 0.0042 mm², hold-critical path depth=0, largest net degree at the start of global routing=3, Required @ worst endpoint=0.96 ns, Crit Path Max Fanout=2, # setup viols final=5, Die Area=about 0.045 mm², hold-fix buffers at CTS=0, top cell type's share of synthesized area=0.785, seq_cells=0, arrival time worst endpoint=1.05 ns, Area Overhead vs Synth=59.9%, P_int=approximately 690 µW, Final min period=1.29 ns, # clk buffers=0, drt wl/cell=15.5 µm, Port-buffer cells=270, max-slew violation count=0, Logic area=around 460 µm², yosys cell count=300, Distinct lib cells used=8, Pwr Density=266 mW/mm², Post-synth seq share=0, Tool Warnings=34, I/O pin total=approximately 510, first-pass GRT wire length=approximately 16 mm, final HPWL from detailed placement=12.2 mm, maximum VDD drop=slightly below 0.09 mV, Max Fclk=0.774 GHz, Non-Filler Instances=approximately 850, period utilization=1.08, Netlist Area Pre-Place=~0.0023 mm²
[critical path, stage by stage]
cell and delay [ns]:
clkdlybuf4s15_1 0.21, buf_4 0.13, clkdlybuf4s50_1 0.47
[worst max path at each step]
stage / start / end / depth (start not counted)
5_1_grt: bundle[112] / bundle_out[247] / 4
4_1_cts: bundle[112] / bundle_out[247] / 4
6_report: bundle[114] / bundle_out[114] / 3
[synthesized netlist by cell type (all sizes together)]
library cell	n
a41o	1
and4b	1
buf	241
inv	14
nand3b	14
nand4	14
nor2	1
o41ai	14
[final cells by class]
class,instances,share of cell area
repair buffers,322,0.703
well taps,468,0.159
multi-input cells,45,0.124
inverters,14,0.0143
diodes,1,0.000679
[what timing repair did]
item                                    CTS  global route
setup buffers                             1             0
gates resized                           476            74
pin swaps                                42            20
endpoints found under the setup margin  135            37
[logic make-up after synthesis]
group,after synthesis
AND/OR/NAND/NOR,30
buffers and inverters,255
AND-OR/OR-AND,15
[power by group through the flow]
stage / Combinational, µW / Clock [µW] / Sequential [µW]
after CTS: 1030 / 0 / 0
after global routing: 1070 / 0.000112 / 0
final: 981 / 0.000113 / 0
[metal layers]
metal / global-route usage / vias to the layer above / wire (µm)
met2: 0.0756 / 394 / 5310
li1: - / 905 / -
met1: 0.0398 / 908 / 3800
met3: 0.0633 / 8 / 3800
met5: 0 / - / 0
met4: 0.0164 / 0 / 240
[cells in the final DEF (no fill, tap or decap)]
master / n
a41o_1: 1
and4b_1: 1
buf_2: 78
buf_4: 54
buf_6: 19
clkbuf_2: 23
clkdlybuf4s15_1: 12
clkdlybuf4s15_2: 9
clkdlybuf4s50_1: 100
diode_2: 1
dlygate4sd2_1: 25
dlymetal6s2s_1: 2
inv_1: 14
nand3b_1: 14
nand4_1: 14
nor2_1: 1
o41ai_2: 13
o41ai_4: 1
[metrics by stage]
| step | TNS, ns | util |
|---|---|---|
| 2_1_floorplan | 0 | - |
| 3_3_place_gp | -47.51 | 0.114 |
| 3_5_place_dp | -47.45 | 0.114 |
| 4_1_cts | -0.649 | 0.105 |
| 5_1_grt | -0.617 | 0.101 |
| 6_report | -0.235 | 0.101 |
Power is estimated from default activity; no workload was simulated.
